==> flow/design.v <==
`timescale 1ns / 1ps
module adder(
    input clk,
    input reset,
    input [31:0] a,
    input [31:0] b,
    input available,
    input [4:0] exception_f,
    output [31:0] sum,
    output done
    );
    localparam IDLE = 3'd0,
               INIT = 3'd1,
               EXCEP = 3'd2,
               SHIFT = 3'd3,
               ADD1 = 3'd4,
               ADD2 = 3'd5,
               NORM = 3'd6,
               DONE = 3'd7;
    reg [2:0] state_reg , state_next;
    reg [7:0] exp_a_reg , exp_a_next , exp_b_reg , exp_b_next;
    reg [24:0] mant_a_reg , mant_a_next , mant_b_reg , mant_b_next , cal_mant_reg , cal_mant_next;
    reg [7:0] exp_diff_reg , exp_diff_next;
    reg [22:0] mant_sum_reg , mant_sum_next;
    reg [7:0] exp_sum_reg , exp_sum_next;
    wire exception;
    reg init_flag;
    or or1 (exception,exception_f[0],exception_f[1],exception_f[2],exception_f[3],exception_f[4]);
    always @ (posedge clk or posedge reset) begin
       if(reset) begin
          exp_a_reg <= {8{1'b0}};
          exp_b_reg <= {8{1'b0}};
          mant_a_reg <= {25{1'b0}};
          mant_b_reg <= {25{1'b0}};
       end
       else begin
          exp_a_reg <= exp_a_next;
          exp_b_reg <= exp_b_next;
          mant_a_reg <= mant_a_next;
          mant_b_reg <= mant_b_next; 
       end
    end
    always @ (*) begin
       if(init_flag) begin
          if(a[30:23] > b[30:23]) begin
             exp_a_next = a[30:23];
             exp_b_next = b[30:23];
             mant_a_next = {2'b01,a[22:0]};
             mant_b_next = {2'b01,b[22:0]};
          end
          else if (a[30:23] < b[30:23]) begin
             exp_b_next = a[30:23];
             exp_a_next = b[30:23];
             mant_b_next = {2'b01,a[22:0]};
             mant_a_next = {2'b01,b[22:0]};
          end
          else begin
             if(a[22:0] > b[22:0]) begin
                exp_a_next = a[30:23];
                exp_b_next = b[30:23];
                mant_a_next = {2'b01,a[22:0]};
                mant_b_next = {2'b01,b[22:0]};
             end
             else begin
                exp_b_next = a[30:23];
                exp_a_next = b[30:23];
                mant_b_next = {2'b01,a[22:0]};
                mant_a_next = {2'b01,b[22:0]};
             end
          end
       end
      else begin
          exp_a_next = exp_a_reg;
          exp_b_next = exp_b_reg;
          mant_a_next = mant_a_reg;
          mant_b_next = mant_b_reg;
      end 
    end
    always @ (posedge clk or posedge reset) begin
       if(reset) begin
          state_reg <= IDLE;
          exp_diff_reg <= 8'd0;
          exp_sum_reg <= 8'd0;
          mant_sum_reg <= 23'd0;
          cal_mant_reg <= 25'd0;
       end
       else begin
          state_reg <= state_next;
          exp_diff_reg <= exp_diff_next;
          exp_sum_reg <= exp_sum_next;
          mant_sum_reg <= mant_sum_next;
          cal_mant_reg <= cal_mant_next;
       end
    end
    always @ (*) begin
       case(state_reg)
           IDLE : begin
                     if(available) begin
                        state_next = INIT;
                     end
                     else begin
                        state_next = IDLE;
                     end
                     init_flag = 1'b0;
                     exp_diff_next = exp_diff_reg;
                     exp_sum_next = exp_sum_reg;
                     mant_sum_next = mant_sum_reg;
                     cal_mant_next = cal_mant_reg;
                  end
           INIT : begin
                     init_flag = 1'b1;
                     state_next = EXCEP;
                     exp_diff_next = exp_diff_reg;
                     exp_sum_next = exp_sum_reg;
                     mant_sum_next = mant_sum_reg;
                     cal_mant_next = cal_mant_reg;
                  end 
           EXCEP : begin
                     if(exception) begin
                        state_next = DONE;
                     end
                     else begin
                        state_next = SHIFT;
                     end
                     exp_diff_next = exp_a_reg - exp_b_reg;
                     exp_sum_next = exp_sum_reg;
                     mant_sum_next = mant_sum_reg;
                     cal_mant_next = mant_b_reg;
                     init_flag = 1'b0;
                  end
           SHIFT : begin
                     if(exp_diff_reg >= 23) begin
                        exp_sum_next = exp_a_reg;
                        mant_sum_next = mant_a_reg;
                        state_next = DONE;
                        cal_mant_next = 25'd0;
                        exp_diff_next = 8'd0;
                        init_flag = 1'b0;
                     end
                     else begin
                        if(exp_diff_reg == 0) begin
                           state_next = ADD1;
                           cal_mant_next = cal_mant_reg;
                           exp_diff_next = exp_diff_reg;
                           init_flag = 1'b0;
                           exp_sum_next = exp_sum_reg;
                           mant_sum_next = mant_sum_reg;
                        end
                        else begin
                           cal_mant_next = cal_mant_reg >> 1;
                           exp_diff_next = exp_diff_reg - 1;
                           state_next = SHIFT;
                           exp_sum_next = exp_sum_reg;
                           mant_sum_next = mant_sum_reg;
                           init_flag = 1'b0;
                        end
                     end
                  end 
           ADD1 : begin
                     cal_mant_next = cal_mant_reg + mant_a_reg;
                     init_flag = 1'b0;
                     state_next = ADD2;
                     exp_sum_next = exp_sum_reg;
                     mant_sum_next = mant_sum_reg;
                     exp_diff_next = exp_diff_reg;
                  end
           ADD2 : begin
                     mant_sum_next = cal_mant_reg[24] ? cal_mant_reg[23:1] : cal_mant_reg[22:0];
                     exp_sum_next = cal_mant_reg[24] ? exp_a_reg + 1 : exp_a_reg;
                     cal_mant_next = cal_mant_reg;
                     state_next = DONE;
                     init_flag = 1'b0;
                     exp_diff_next = exp_diff_reg;
                  end
           DONE : begin
                     mant_sum_next = mant_sum_reg;
                     exp_sum_next = exp_sum_reg;
                     cal_mant_next = cal_mant_reg;
                     state_next = IDLE;
                     init_flag = 1'b0;
                     exp_diff_next = exp_diff_reg;
                  end
           default : begin
                         mant_sum_next = mant_sum_reg;
                         exp_sum_next = exp_sum_reg;
                         cal_mant_next = cal_mant_reg;
                         state_next = IDLE;
                         init_flag = 1'b0;
                         exp_diff_next = exp_diff_reg;
                     end                                            
       endcase
    end
    assign sum = {a[31],exp_sum_reg,mant_sum_reg};
    assign done = (state_reg == DONE);                        
endmodule
==> flow/run.sh <==
#!/bin/bash
# OpenROAD 26Q1-2900-gdf79404cd8, Yosys 0.63+post, stock flow scripts
make -C /OpenROAD-flow-scripts/flow DESIGN_CONFIG=/design/flow/config.mk WORK_HOME=/design/flow/orfs finish
==> flow/config.mk <==
export PLATFORM = sky130hd
export DESIGN_NAME = adder
export DESIGN_NICKNAME = adder
export VERILOG_FILES = /design/flow/design.v
export SDC_FILE = /design/flow/constraint.sdc
export NUM_CORES = 4
export LEC_CHECK = 1
export CORE_UTILIZATION = 50
==> flow/constraint.sdc <==
current_design adder

set clk_period 6.6
set clk_io_pct 0.2

create_clock -name clk0 -period $clk_period [get_ports {clk}]

set non_clock_inputs [all_inputs -no_clocks]
set_input_delay [expr $clk_period * $clk_io_pct] -clock clk0 $non_clock_inputs
set_output_delay [expr $clk_period * $clk_io_pct] -clock clk0 [all_outputs]
==> impl_metrics.toml <==
# flow metrics
[drt]
antenna_left = 0
via_per_inst = 5.67
wl_per_cell_um = 16.7
vias = 7499
antenna_cells = 0
drc = 0
first_pass_iters = 5
drt-total-wl_um = 22100
detail_route.iter0.violations = 600

[die]
die_y_um = 135
ios = 105
core_um2 = 17300
fp-utilization = 0.513
num_rows = 48
die_w_um = 135
die-area_um2 = 18300

[run]
warnings = 29
maxCapViolCount = 0

[clock_tree]
root_buffer = "clkbuf_16"
cts_sinks = 134
clk_pin_slew_ns = 0.06
htreeDepth = 4
clockBufferDepth = 2
worstSkewPairLatency_ns = 0.42
postCtsSetupBuffers = 0
postCtsHoldBufs = 0
cts_buffers = 17
tritoncts = "yes"
cts_resized = 0

[logic_synthesis]
netlist.area_leader.share = 0.375
mux_area_frac = 0.0880
common_cells = "133 x dfrtp_1, 111 x nand2_1, 96 x a21oi_1"
ys_ff = 134
postSynthSeqShare = 0.378
yosys.cell_count.top_type = "dfrtp_1"
synthSimpleGateAreaFrac = 0.141
topCellsByArea = "dfrtp_1 38%, ha_1 9.3%, mux2i_1 8.8%, a21oi_1 5.4%, o21ai_0 5.4%"
ys_cells = 1009
syn_area_um2 = 8870
xor_share = 0.0267
synthArstFlopShare = 1.00
ys_area_um2 = 8870
largest_area_cell = "dfrtp_1"
postSynthAreaPerCell_um2 = 8.79
adder_share = 0.0976
yosys_warnings = 1
synthDistinctLibCells = 67
synthCells = 1009
ys_sh_aoi = 0.213
ys_top_logic_family = "AND-OR/OR-AND gates"
ys.flop_type = "dfrtp_1"
synth-edff-count = 0

[hold_path]
hold_path_end = "state_reg[0]$_DFF_PP1_"
hold_depth = 1
holdCritStartpoint = "state_reg[6]$_DFF_PP0_"
hp-class = "reg2reg"

[power]
p_seq_frac = 0.310
internal_power_w = 0.00284
peakVddDrop_mv = 0.278
p_sw_frac = 0.409
power.switching_w = 0.00196
p_per_area_nw_per_um2 = 449
pwr-share-clk = 0.214
power_leakage_nw = 4.62
p_comb_frac = 0.476

[final_timing]
fmax_ghz = 0.252
rsz0062_at_grt = "false"
relSlewSlack = 0.532
worst_pin_slew_ns = 0.702
clock_skew_ns = 0.00831
fin_crit_ns = 3.97
hold_viol_final = 0
min_period_over_period = 0.601
setup_viol = 0
tns_ns = 0
slew_violations = 0

[global_routing]
grt_pass1_wl_um = 35800
grt_max_degree = 89
grt_usage = 0.262
grt_overflow = 0
antenna_found_initial = 0
grt_pass1_vias = 6660

[layout]
largest_register_ffs = 25
fill_cells = 1522
syn2layout_area_growth_pct = 20.6
drive_gt1_frac = 0.0528
finalInstanceArea_um2 = 10700

[setup_path]
crit_type = "in2reg"
cp-end-kind = "register"
arrival_ns = 4.24
worstReg2RegStart = "mant_a_reg[0]$_DFFE_PP0P_"
cp.required_ns = 6.87
startpoint_type = "input port"
reg2reg_to = "cal_mant_reg[18]$_DFFE_PP0P_"
cp_max_fo = 34
r2r_cells = 10
r2r_slack_ns = 3.60

[placed_design]
gp_congestion = 0.940
dp_hpwl_um = 16000
place_area_um2 = 10000
io_buffers = 101

[outcome]
status = "finished, final reports clean"
## cell families after synthesis
group,count (synthesis)
buffers and inverters,113
AND-OR/OR-AND,304
multiplexers,78
AND/OR/NAND/NOR,285
flip-flops,134
XOR/XNOR,27
adder cells (fa/ha/maj),68
## placed cells by master, fill, tap and decap left out, types with 11 or more instances in the layout
| cell | count |
|---|---|
| dfrtp_1 | 132 |
| nand2_1 | 111 |
| clkdlybuf4s50_1 | 101 |
| a21oi_1 | 96 |
| o21ai_0 | 95 |
| nor2_1 | 94 |
| mux2i_1 | 78 |
| ha_1 | 66 |
| inv_1 | 55 |
| nand3_1 | 28 |
| clkbuf_16 | 17 |
| xnor2_1 | 16 |
| nand4_1 | 13 |
| a21o_1 | 12 |
| a221oi_1 | 12 |
| buf_4 | 12 |
| xor2_1 | 11 |
## layer usage
metal / global-route usage / routed length [um] / up-vias
li1: - / - / 3802
met1: 0.480 / 12000 / 3492
met2: 0.331 / 8540 / 195
met3: 0.0531 / 1360 / 10
met4: 0.0231 / 168 / 0
met5: 0 / 0 / -
## cell type report
type | instances | area, um2 | share of cell area
Sequential cell | 134 | 3360 | 0.314
Clock inverter | 11 | 171 | 0.0160
Clock buffer | 21 | 480 | 0.0449
Tap cell | 225 | 282 | 0.0263
Timing Repair Buffer | 114 | 1120 | 0.105
Multi-Input combinational cell | 762 | 5070 | 0.474
Inverter | 56 | 213 | 0.0199
## power by group through the flow
stage | Sequential (W) | Clock (W) | Combinational, W
finish | 0.00149 | 0.00103 | 0.00229
global route | 0.00153 | 0.00108 | 0.00257
CTS | 0.00148 | 0.00105 | 0.00226
## critical path: stages
cell and delay [ns]:
clkdlybuf4s50_1 0.53, inv_1 0.07, ha_1 0.28, nand3_1 0.09, nor3_2 0.29, or4b_1 0.46
o211ai_1 0.28, a41oi_4 0.05, buf_4 0.33, mux2i_1 0.40, a21oi_1 0.12
## metrics by stage
stage | instances | setup slack [ns] | total power (W) | hold slack [ns] | utilization
after detailed placement | 1291 | 2.22 | 0.00373 | 0.449 | 0.581
after CTS | 1323 | 2.65 | 0.00479 | 0.463 | 0.618
after global placement | 1291 | 2.21 | 0.00372 | 0.443 | 0.581
final | 1323 | 2.63 | 0.00480 | 0.460 | 0.618
after global routing | 1323 | 2.49 | 0.00518 | 0.483 | 0.618
after floorplan | 1009 | 1.70 | 0.00307 | 0.352 | -
## how the worst max path moves through the flow
stage     start                         end  slack (ns)  cells past startpoint
4_1_cts   b[26]  mant_a_reg[16]$_DFFE_PP0P_        2.65                     11
5_1_grt   b[29]  mant_a_reg[14]$_DFFE_PP0P_        2.49                     11
6_report  b[29]  mant_a_reg[16]$_DFFE_PP0P_        2.63                     11
Power and IR drop assume default switching activity.
